[/design/flow/run.sh]
#!/bin/bash
# OpenROAD 26Q1-2900-gdf79404cd8, Yosys 0.63+post, stock flow scripts
make -C /OpenROAD-flow-scripts/flow DESIGN_CONFIG=/design/flow/config.mk WORK_HOME=/design/flow/orfs finish
[/design/flow/config.mk]
export PLATFORM = sky130hd
export DESIGN_NAME = sync_fifo
export DESIGN_NICKNAME = sync_fifo
export VERILOG_FILES = /design/flow/design.v
export SDC_FILE = /design/flow/constraint.sdc
export NUM_CORES = 4
export LEC_CHECK = 1
export CORE_UTILIZATION = 30
export SYNTH_MEMORY_MAX_BITS = 65536
[/design/flow/constraint.sdc]
current_design sync_fifo

set clk_period 173.4
set clk_io_pct 0.2

create_clock -name clk0 -period $clk_period [get_ports {clk}]

set non_clock_inputs [all_inputs -no_clocks]
set_input_delay [expr $clk_period * $clk_io_pct] -clock clk0 $non_clock_inputs
set_output_delay [expr $clk_period * $clk_io_pct] -clock clk0 [all_outputs]
[/design/flow/design.v]
module sync_fifo #(
			parameter		DATA_WIDTH = 32,
						ADDR_WIDTH = 8,
						AFULL_LEVEL = 248,
						AEMPTY_LEVEL = 8,
						LOOKAHEAD = 1)
		(
		input				clk		,	 
		input				rst		,	 
		input				sclr		,	 
		input	[DATA_WIDTH-1:0]	data_in		,	 
		input				rd_en		,	 
		input				wr_en		,	 
		output	[DATA_WIDTH-1:0]	data_out	,	 
		output				empty		,	 
		output				full		,	 
		output				afull		,	 
		output				aempty		,	 
		output	[ADDR_WIDTH :0]		uw			 
);
localparam RAM_DEPTH = (1 << ADDR_WIDTH);
logic	[ADDR_WIDTH-1:0] 	wr_pointer;
logic	[ADDR_WIDTH-1:0]	rd_pointer;
logic	[ADDR_WIDTH :0]		word_cnt;
logic	[DATA_WIDTH-1:0]	ram_q;
logic	[DATA_WIDTH-1:0]	data_ram;
logic				ram_wren;
logic				ram_rden;
logic	[ADDR_WIDTH-1:0]	ram_wraddr;
logic	[ADDR_WIDTH-1:0]	ram_rdaddr;
assign full = (word_cnt == (ADDR_WIDTH+1)'(RAM_DEPTH));
assign empty = (word_cnt == (ADDR_WIDTH+1)'(0));
assign afull = (word_cnt >= (ADDR_WIDTH+1)'(AFULL_LEVEL));
assign aempty = (word_cnt <= (ADDR_WIDTH+1)'(AEMPTY_LEVEL));
always_ff@(posedge clk or posedge rst)
begin
	if (rst) 
		wr_pointer <= (ADDR_WIDTH)'(0);
	else if (sclr)
		wr_pointer <= (ADDR_WIDTH)'(0);
	else if (wr_en & (~full | rd_en) ) 	 
		wr_pointer <= wr_pointer + (ADDR_WIDTH)'(1);
end
generate 
if (LOOKAHEAD)
begin
	always_ff@(posedge clk or posedge rst)
	begin
		if (rst)
			rd_pointer <= (ADDR_WIDTH)'(1);		 
		else if (sclr)
			rd_pointer <= (ADDR_WIDTH)'(1);
		else if (rd_en & ~empty)  
			rd_pointer <= rd_pointer + (ADDR_WIDTH)'(1);
	end
end
else
begin
	always_ff@(posedge clk or posedge rst)
	begin
		if (rst)
			rd_pointer <= (ADDR_WIDTH)'(0);
		else if (sclr)
			rd_pointer <= (ADDR_WIDTH)'(0);
		else if (rd_en & ~empty)  
			rd_pointer <= rd_pointer + (ADDR_WIDTH)'(1);
	end
end
endgenerate
always_ff@ (posedge clk or posedge rst)
begin
	if (rst) 
		word_cnt <= (ADDR_WIDTH+1)'(0);
	else if (sclr)
		word_cnt <= (ADDR_WIDTH+1)'(0);
	else if (rd_en & ~wr_en & ~empty)
		word_cnt <= word_cnt - (ADDR_WIDTH+1)'(1);
	else if (wr_en & ~rd_en & ~full)
		word_cnt <= word_cnt + (ADDR_WIDTH+1)'(1);
	else if (wr_en & rd_en & empty)  
		word_cnt <= word_cnt + (ADDR_WIDTH+1)'(1);		
end 
assign ram_wren = wr_en & (~full | rd_en);
assign ram_rden = rd_en & ~empty;
assign ram_rdaddr = rd_pointer;
assign ram_wraddr = wr_pointer;
logic	[DATA_WIDTH-1:0]	mem[0:RAM_DEPTH-1];
always_ff@(posedge clk)
begin
	if (ram_wren)
		mem[ram_wraddr] <= data_in;
end
always_ff@(posedge clk)
begin
	if (ram_rden)                
                ram_q <= mem[ram_rdaddr];
end
generate 
if (LOOKAHEAD)
begin
	logic				use_buffer;
	logic	[DATA_WIDTH-1:0]	word_buffer;
	logic				use_buffer_next;
	assign use_buffer_next = ((wr_en & empty) |				 
			 (wr_en & rd_en & rd_pointer == wr_pointer));		 
	always_ff@(posedge clk or posedge rst)
	begin
		if (rst)
			use_buffer <= 1'b0;
		else if (use_buffer_next)
			use_buffer <= 1'b1;
		else if (rd_en)
			use_buffer <= 1'b0;
	end
	always_ff@(posedge clk or posedge rst)
	begin
		if (rst)
			word_buffer <= (DATA_WIDTH)'(0);
		else if (use_buffer_next)
			word_buffer <= data_in;
	end
	assign data_ram = (use_buffer)? word_buffer: ram_q;
end
else
begin
	assign data_ram = ram_q;
end
endgenerate
assign uw = word_cnt;
assign data_out = data_ram;
endmodule
==> results.json <==
{
  "drt_pass1_iterations": 19,
  "power.share.clock_pct": 32.9,
  "grt_pass1_wl_um": 1430000,
  "rr_worst_depth": 16,
  "fp_util_pct": 30.1,
  "io_pins": 82,
  "start_kind": "flop",
  "crit_path_max_fanout": 20,
  "drt_iter0_markers": 12900,
  "wl_met2_um": 456000,
  "drcViolationCount": 0,
  "drive_above_1_share_pct": 25.5,
  "flop_cell": "edfxtp_1",
  "synth_flops": 8282,
  "place.gp.congestion": 0.960,
  "lay_top_count": "edfxtp_1",
  "grt_start_max_net_pins": 81,
  "crit_type": "flop to output pin",
  "synth-async-reset-ratio_pct": 0.700,
  "syn2layout_area_growth_pct": 15.3,
  "postCtsSetupBuffers": 0,
  "postSynthAreaPerCell_um2": 21.6,
  "dp_cells": 29100,
  "cp.arrival_ns": 3.85,
  "cts_htree_levels": 6,
  "wirelength_um": 1050000,
  "tritoncts": "yes",
  "tns_ns": 0,
  "die_area_um2": 1070000,
  "portBuffers": 81,
  "hold_violations": 0,
  "worstSetupEndpointType": "output pin",
  "highest-signal-layer": "met5",
  "postSynthCellCount": 14800,
  "track_usage_pct": 20.9,
  "std_cell_rows": 379,
  "drv_cap": 0,
  "period_used_pct": 22.2,
  "wl_per_cell_um": 34.3,
  "vias_per_cell": 5.27,
  "vdd_drop_max_mv": 0.0133,
  "finalNonFillerCells": 30700,
  "finalPower_w": 0.00521,
  "core_um2": 1060000,
  "p_sw_w": 0.00156,
  "min_path_type": "flop to flop",
  "cts_sinks": 8282,
  "combPwrFrac_pct": 24.4,
  "vias": 161000,
  "tightest_slew_ns": 1.36,
  "cts_resized": 0,
  "cp.required_ns": 138.72,
  "antenna_found_initial": 107,
  "ys_types": 89,
  "yosys_area_um2": 320000,
  "root_buffer": "clkbuf_16",
  "holdPathEnd": "genblk2.word_buffer[31]$_DFFE_PP0P_",
  "drt-met1-wl_um": 289000,
  "clock_skew_ns": 0.0593,
  "fmax_ghz": 0.0260,
  "setup_viol": 0,
  "powerDensity_nw_per_um2": 14.1,
  "antenna_left": 0,
  "dp_hpwl_um": 663000,
  "yosys_warnings": 1,
  "numCtsBuffers": 816,
  "rsz0062_at_grt": "no",
  "grt-ovfl-total": 0,
  "p_int_w": 0.00366,
  "p_leak_nw": 118,
  "warnings": 29,
  "r2r_slack_ns": 164.75,
  "slew_headroom_pct": 9.34,
  "ys_cells": 14800,
  "seq_power_share_pct": 42.7,
  "clock_latency_ns": 1.18,
  "min_period_ns": 38.53,
  "netSwitchingFraction_pct": 29.8,
  "die_y_um": 1030,
  "cts_hold_buf": 0,
  "worstReg2RegStart": "rd_pointer[0]$_DFFE_PP1P_",
  "rr_endpoint": "ram_q[18]$_DFFE_PP_",
  "netlist_area_um2": 320000,
  "status": "completed",
  "layout_top_cells": "edfxtp_1 (8224), mux4_2 (1579), mux2i_1 (1105), buf_4 (977), clkbuf_16 (821)",
  "seq_area_frac_synth_pct": 77.6,
  "clk_path_buf_depth": 4,
  "synth-edff-count": 8224,
  "drv_slew": 0,
  "clkSlewWorstSetupHoldPaths_ns": 0.06,
  "min_from": "genblk2.word_buffer[31]$_DFFE_PP0P_",
  "grt_pass1_vias": 174000,
  "wl_met3_um": 236000,
  "chipWidth_um": 1030,
  "hold_depth": 1
}
==> power groups by stage <==
| stage | Sequential [W] | Combinational, W | Clock, W |
|---|---|---|---|
| 6_report | 0.00223 | 0.00127 | 0.00171 |
| 5_1_grt | 0.00223 | 0.00132 | 0.00181 |
| 4_1_cts | 0.00223 | 0.00126 | 0.00173 |
==> per-layer routing <==
metal  GRT usage (%)  vias to the layer above
met4            9.53                      185
met2            28.9                    12700
met3            21.4                     2333
li1                -                    64900
met1            19.2                    81400
met5            5.89                        -
==> worst max-delay path, stage by stage, from the launching register on <==
cell             delay, ns
dfrtp_2               0.82
buf_4                 0.59
mux2_2                0.45
clkdlybuf4s50_1       0.77
==> state kept, by name (all words and copies together) (netlist names) <==
register / cells
genblk2.use_buffer: 1
genblk2.word_buffer: 32
mem: 8192
ram_q: 32
rd_pointer: 8
word_cnt: 9
wr_pointer: 8
==> worst max path at each step <==
stage         endpoint  cells after the start                      startpoint
4_1_cts   data_out[15]                      3  genblk2.use_buffer$_DFFE_PP0P_
5_1_grt   data_out[15]                      3  genblk2.use_buffer$_DFFE_PP0P_
6_report  data_out[15]                      3  genblk2.use_buffer$_DFFE_PP0P_
==> cells by family (layout without fill, tap and decap cells) <==
kind of cell / count (synthesis) / count (layout) / synth area share [%]
AND-OR/OR-AND: 1659 / 1659 / 3.59
XOR/XNOR: 23 / 23 / 0.0630
adder cells (fa/ha/maj): 8 / 8 / 0.0313
buffers and inverters: 895 / 2549 / 1.94
flip-flops: 8282 / 8282 / 77.6
multiplexers: 2820 / 2820 / 15.2
other: 0 / 118 / 0
AND/OR/NAND/NOR: 1099 / 1099 / 1.52
==> synthesized netlist by cell type (12+ instances only) <==
library cell,number,area share [%]
mux2_2,103,0.36
nor3_1,91,0.14
a21oi_1,300,0.47
nand2_1,273,0.32
o22ai_1,310,0.61
o211ai_1,21,0.049
buf_8,101,0.47
or3_1,12,0.023
nor2_1,452,0.53
a32oi_1,12,0.033
o21ai_0,183,0.29
a22oi_1,166,0.39
mux4_2,1579,11
buf_1,59,0.069
buf_4,54,0.13
nand3_1,102,0.16
o31ai_1,12,0.028
a2bb2oi_1,14,0.038
and3_1,19,0.037
buf_6,130,0.46
buf_12,18,0.11
and2_1,27,0.053
xnor2_1,12,0.033
a31oi_1,73,0.14
a221oi_1,61,0.17
nand4_1,28,0.055
a211oi_1,31,0.073
nor2b_1,21,0.041
o221ai_1,310,0.85
dfrtp_1,57,0.45
a21o_1,15,0.035
clkbuf_1,330,0.39
buf_2,189,0.30
edfxtp_1,8224,77
mux4_1,33,0.27
mux2i_1,1105,3.5
a22o_1,45,0.12
nor4_1,27,0.053
==> stage by stage <==
stage	cell area [um2]	hold slack, ns	utilization, %	setup WS (ns)
final	369000	0.498	34.7	134.87
after global placement	343000	0.485	32.2	134.40
after floorplan	320000	0.474	-	134.84
after CTS	369000	0.502	34.6	134.78
after detailed placement	343000	0.488	32.2	134.34
after global routing	369000	0.513	34.6	134.81
==> final cells by class <==
type	instances	area (um2)
fillers	97000	695000
inverters	14	80.1
well taps	14100	17600
clock inverters	452	4450
multi-input cells	5609	67900
diodes	118	295
flip-flops and latches	8282	248000
clock buffers	1003	21300
repair buffers	1080	8740
Power figures rest on the tool's default switching activity, not on a simulated workload.
